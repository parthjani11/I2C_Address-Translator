<file path="./design.v">
module i2c_project(
input clk,rst,scl_in,sda_in,sda_dev_in,scl_dev,
output reg sda_out1,
output reg scl_out1,
output reg sda_dev_out1,
output reg sda_out2,
output reg scl_out2,
output reg sda_dev_out2,
output reg enable
);
reg [7:0]address_shift_reg; 
reg [7:0]data_shift_reg; 
reg [7:0]device_tx_reg; 
reg [7:0]device_rx_reg; 
reg rw_flag; 
reg [2:0]state;
reg state2;
reg state3;
reg [6:0]virtual_address=7'b1001001; 
reg [6:0]virtual_address2=7'b1001000; 
reg count;
reg prev_scl;
reg prev_sda;
reg sda_out;
reg scl_out;
reg sda_dev_out;
reg [3:0]cnt_state1;
reg [3:0]cnt_state2;
reg [3:0]cnt_state3;
always@(posedge clk or posedge rst)begin
if(rst)begin
address_shift_reg=8'd0;
data_shift_reg=8'd0;
device_rx_reg=8'd0;
device_tx_reg=8'd0;
rw_flag=0;
state=3'd0;
state2=0;
state3=0;
count=0;
cnt_state1=4'd0;
cnt_state2=4'd0;
cnt_state3=4'd0;
prev_scl=0;
prev_sda=0;
sda_dev_out=0;
scl_out=0;
sda_out=0;
sda_dev_out1=0;
scl_out1=0;
sda_out1=0;
sda_dev_out2=0;
scl_out2=0;
sda_out2=0;
enable=0;
end
else begin
if(state==3'd0)begin 
address_shift_reg=8'd0;
data_shift_reg=8'd0;
device_rx_reg=8'd0;
device_tx_reg=8'd0;
  if(count==0)begin
     prev_scl=scl_in;
	  prev_sda=sda_in;
	  count=count+1'b1;
  end
  else begin
     if((scl_in==1)&&(scl_in==prev_scl)&&(prev_sda==1)&&(sda_in==0))begin
	        sda_out=1;
			  scl_out=1;
			  sda_dev_out=1;
			  state=3'd1; 
			  count=0;
     end	
	  else begin
           prev_scl=scl_in;
		     prev_sda=sda_in;	  
	  end
  end
end
else if(state==3'd1)begin 
	if(scl_in==1 && prev_scl==0)begin
		if(cnt_state1<8)begin
	        address_shift_reg={address_shift_reg[6:0],sda_in};
			  cnt_state1=cnt_state1+4'd1;
			  sda_out=1;
			  scl_out=1;
			  sda_dev_out=1;
      end	
		else begin
           rw_flag=address_shift_reg[0];
			  if(address_shift_reg[7:1]==virtual_address)begin
			        sda_out=0;
					  enable=1; 
					  if(rw_flag==0)begin
                      state=3'd2;	 
					  end
					  else begin
                      state=3'd3;	 
					  end
	        end	
			  else if(address_shift_reg[7:1]==virtual_address2)begin
			        sda_out=0;
					  enable=0; 
					  if(rw_flag==0)begin
                      state=3'd2;	 
					  end
					  else begin
                      state=3'd3;	 
					  end
	        end	
			  else begin
			        sda_out=1;
					  state=3'd0;
			  end
			  cnt_state1=4'd0;
		end
	end
	prev_scl=scl_in;
	if(enable==0)begin
            sda_out1=sda_out;
            sda_dev_out1=sda_dev_out;
            scl_out1=scl_out;				
		  end
		  else begin
		      sda_out2=sda_out;
            sda_dev_out2=sda_dev_out;
            scl_out2=scl_out;
		  end
end
else if(state==3'd2)begin 
	 if(scl_in==1 && prev_scl==0)begin
	     if(state2==0)begin
	         if(cnt_state2<8)begin
                 data_shift_reg={data_shift_reg[6:0],sda_in};
					  cnt_state2=cnt_state2+4'd1;
            end	
				else begin
                 device_tx_reg=data_shift_reg;
                 cnt_state2=4'd0;
                 state2=1;				     
			   end
		  end
		  else begin
		      if(cnt_state2<8)begin
                 sda_dev_out=device_tx_reg[7-cnt_state2];
			        cnt_state2=cnt_state2+4'd1;		  
				end
				else begin
                 if(sda_dev_in==0)
			            cnt_state2=0;
			        else
			            state=3'd4; 
				end
		  end
	end
		  prev_scl=scl_in;
		  if(enable==0)begin
            sda_out1=sda_out;
            sda_dev_out1=sda_dev_out;
            scl_out1=scl_out;				
		  end
		  else begin
		      sda_out2=sda_out;
            sda_dev_out2=sda_dev_out;
            scl_out2=scl_out;
		  end
end
else if(state==3'd3)begin 
	 if(scl_in==1 && prev_scl==0)begin
	     if(state3==0)begin
	         if(cnt_state3<8)begin
                 device_rx_reg={device_rx_reg[6:0],sda_dev_in};
					  cnt_state3=cnt_state3+4'd1;
            end	
				else begin
                 data_shift_reg=device_rx_reg;
                 cnt_state3=4'd0;
                 state3=1;				     
			   end
		  end
		  else begin
		      if(cnt_state3<8)begin
                 sda_out=data_shift_reg[7-cnt_state2];
			        cnt_state3=cnt_state3+4'd1;		  
				end
				else begin
                 if(sda_in==0)
			            cnt_state3=0;
			        else
			            state=3'd4; 
				end
		  end
	end
		  prev_scl=scl_dev;
		  if(enable==0)begin
            sda_out1=sda_out;
            sda_dev_out1=sda_dev_out;
            scl_out1=scl_out;				
		  end
		  else begin
		      sda_out2=sda_out;
            sda_dev_out2=sda_dev_out;
            scl_out2=scl_out;
		  end
end
else if(state==3'd4)begin 
      address_shift_reg=8'd0;
		data_shift_reg=8'd0;
		device_rx_reg=8'd0;
		device_tx_reg=8'd0;
		if(count==0)begin
           prev_scl=scl_in;
			  scl_out=sda_in;
			  sda_dev_out=1;
			  state=3'd0;
			  count=0;  
		end
		else begin
           if((scl_in==1)&&(scl_in==prev_scl)&&(prev_sda==0)&&(sda_in==1))begin
                 sda_out=1;
		           scl_out=1;
		           sda_dev_out=1;
		           state=3'd0;
		           count=0;			  
			  end
			  else begin
			        prev_scl=scl_in;
					  prev_sda=sda_in;
			  end
		end
end
end
end
endmodule
</file>
<file path="./run.sh">
#!/bin/bash
# OpenROAD 26Q1-2900-gdf79404cd8, Yosys 0.63+post, stock flow scripts
make -C /OpenROAD-flow-scripts/flow DESIGN_CONFIG=/design/flow/config.mk WORK_HOME=/design/flow/orfs finish
</file>
<file path="./config.mk">
export PLATFORM = sky130hd
export DESIGN_NAME = i2c_project
export DESIGN_NICKNAME = i2c_project
export VERILOG_FILES = /design/flow/design.v
export SDC_FILE = /design/flow/constraint.sdc
export NUM_CORES = 4
export LEC_CHECK = 1
export CORE_UTILIZATION = 30
</file>
<file path="./constraint.sdc">
current_design i2c_project

set clk_period 4.6
set clk_io_pct 0.2

create_clock -name clk0 -period $clk_period [get_ports {clk}]

set non_clock_inputs [all_inputs -no_clocks]
set_input_delay [expr $clk_period * $clk_io_pct] -clock clk0 $non_clock_inputs
set_output_delay [expr $clk_period * $clk_io_pct] -clock clk0 [all_outputs]
</file>
==> flow_summary.yaml <==
# yosys + openroad results
run_status:
  run_status: "complete, no violations"
grt:
  grt_start_max_net_pins: 37
  grt_remaining_overflow: 0
  grt_pass1_vias: 2544
  track_usage_pct: 13.7
  grt_pass1_wl_mm: 12.2
  antenna_found_initial: 0
cts:
  ctsHoldBuffers: 0
  cts_sinks: 64
  clk_path_buf_depth: 2
  clk_pin_slew_worst_paths_ps: 70
  post_cts_buffers: 0
  htree_levels: 3
  cts_tree: "yes"
  cts-root-buf: "clkbuf_8"
  worstSkewPairLatency_ps: 340
  cts-resized-gates: 0
  cts_buffers: 9
placement:
  hpwl_mm: 4.95
  port_buffers: 12
  gp_congestion: 0.871
  placed_cell_area_um2: 3520
synth:
  netlist_top_cells_area: "dfrtp_1, nand2_1, o21ai_0"
  ys_sh_simple_pct: 21.3
  ys_warn_count: 1
  enable_flop_cells: 0
  yosys.stat.seqShare_pct: 48.8
  synth-seq-cells: 64
  ys_async_sr_fraction_pct: 100
  syn_area_um2: 3280
  synth-main-ff-cell: "dfrtp_1"
  top_logic_kind: "simple AND/OR/NAND/NOR gates"
  yosys_cells: 359
  syn_avg_cell_area_um2: 9.14
  ys_types: 52
  ys_sh_adder_pct: 1.14
  synthMuxAreaShare_pct: 8.58
  yosysTopAreaCellShare_pct: 48.0
  ys_chip_area_um2: 3280
  yosys.area.top_type: "dfrtp_1"
  netlist_instances: 359
  compound_area_share_pct: 16.5
  synthXorXnorAreaFrac_pct: 0
flow_run:
  maxCapViolCount: 0
  warnings: 25
final_timing:
  setup_tns_ps: 0
  setup_violations: 0
  finalMaxSlewViolations: 0
  fin_skew_ps: 10.9
  finalHoldViolCount: 0
  period_used_pct: 62.2
  max_freq_mhz: 349
  worstMarginPinSlew_ps: 880
  relSlewSlack_pct: 41.2
  grt_setup_unrepaired: "false"
  fin_crit_ps: 2860
  holdWs_ps: 479
setup_path:
  cp_top_family: "simple AND/OR/NAND/NOR gates"
  r2r-start: "state[2]"
  critical_path_buf_inv_count: 1
  cp_slowest_cell: "nor2b_1"
  cp_cell_sequence: "clkdlybuf4s50_1 -> nand2b_1 -> nor3_1 -> nor2b_1 -> and3b_1 -> a2bb2oi_1"
  crit_type: "in2reg"
  critPathMaxFanout: 17
  arrival_ps: 3060
  setup.worst_path.start: "scl_in"
  max_stage_delay_ps: 710
  cp-start-kind: "input pin"
  crit_path_end_kind: "register"
  critPathRequiredTime_ps: 4800
detailed_routing:
  drc_errors: 0
  drt_pass1_iterations: 5
  drtIter0Drc: 277
  vias: 2589
  routedWlPerCell_um: 13.8
  wirelength_mm: 6.95
  vias_per_cell: 5.13
  ant_nets: 0
  diodes: 0
pwr:
  power_density_nw_per_um2: 432
  power_leakage_uw: 0.00157
  ir_worst_vdd_mv: 0.255
floorplanning:
  initial_utilization_pct: 31.4
  die_area_um2: 11400
  core_area_um2: 10500
  fp.dieH_um: 107
  die_w_um: 107
  rows: 37
  io_pins: 13
hold_path:
  hold_start: "device_rx_reg[7]"
  hold_path_class: "reg2reg"
final_layout:
  finish.instance_area_um2: 3720
  fin_util_pct: 35.6
  layout-drive-gt1-share_pct: 10.8
  seq_area_um2: 1600
  area_growth_pct: 13.4
  mi_logic_area_um2: 1560
  fill_cells: 1065
==> kinds of logic (layout without fill, tap and decap cells) <==
group                      after synthesis  count (layout)
DFF                                     64              64
AOI/OAI and AO/OA                       88              88
muxes                                   25              25
and+or+nand+nor                        148             148
adders and majority gates                3               3
buffers and inverters                   31              41
==> report_power, final <==
group / internal (uW) / leakage (uW) / switching (uW)
clock: 290 / 0.000108 / 204
combinational: 154 / 0.000640 / 247
sequential: 621 / 0.000826 / 91.1
==> stage by stage <==
step	cells	power [uW]	setup slack [ps]
after CTS	505	1620	1780
after floorplan	359	1010	2080
after global placement	490	1120	1490
final	505	1610	1740
after global routing	505	1710	1560
after detailed placement	490	1120	1420
==> synth_stat cells, types with 2 or more instances <==
cell type,instances
a211oi_1,2
a21o_1,6
a21oi_1,9
a22o_1,3
a311o_1,2
a31oi_1,3
and3_1,2
buf_1,2
buf_2,3
clkbuf_1,15
dfrtp_1,63
ha_1,3
inv_1,10
mux2_1,3
mux2_2,12
mux2i_1,9
nand2_1,79
nand2b_1,8
nand3_1,9
nand3b_1,3
nand4_1,3
nor2_1,8
nor2b_1,7
nor3_1,15
nor3b_1,2
nor4_1,3
o21a_1,3
o21ai_0,44
o31ai_1,4
or2_2,2
==> worst paths after layout <==
| kind | end | slack, ps | depth (start not counted) |
|---|---|---|---|
| worst max-delay path | scl_out | 1740 | 6 |
| worst min-delay path | device_rx_reg[7] | 480 | 2 |
| worst max register to register | scl_out | 2250 | 5 |
| worst min register to register | device_rx_reg[7] | 480 | 2 |
| max in group asynchronous | state[0] | 2700 | 3 |
| min in group asynchronous | device_rx_reg[2] | 1020 | 2 |
==> worst reg2reg max path: stages (launching register included) <==
cell and delay [ps]:
dfrtp_1 670, nor3b_1 210, a21oi_1 220, nor2b_1 730, and3b_1 270, a2bb2oi_1 130
==> metal layers <==
metal  global-route usage (%)  up-vias  routed length (um)
li1                         -     1276                   -
met4                     2.64        0                 113
met5                        0        -                   0
met1                     21.8     1233                3340
met3                     2.85        8                 428
met2                     19.8       72                3070
==> layout make-up <==
cell class	instances	area share [%]
Sequential cell	64	43.1
Multi-Input combinational cell	264	41.9
Tap cell	136	4.57
Clock inverter	3	1.08
Timing Repair Buffer	15	3.83
Clock buffer	12	4.44
Inverter	11	1.11
==> cells in the final DEF, fill, tap and decap left out, drive strengths merged, types with 4 or more instances in the layout <==
master          n
nand3           9
clkbuf         12
a21oi           9
a21o            6
clkdlybuf4s50  12
nor2            9
dfrtp          63
inv            11
nand2b          8
nor3           15
o21ai          45
nand2          79
mux2           15
nor2b           7
o31ai           4
mux2i           9
Power is estimated from default activity; no workload was simulated.
